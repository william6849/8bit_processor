==> /design/flow/config.mk <==
export PLATFORM = sky130hd
export DESIGN_NAME = instruct_memory
export DESIGN_NICKNAME = instruct_memory
export VERILOG_FILES = /design/flow/design.v
export SDC_FILE = /design/flow/constraint.sdc
export NUM_CORES = 4
export LEC_CHECK = 1
export CORE_AREA = 10 10 70 70
export DIE_AREA = 0 0 80 80
==> /design/flow/constraint.sdc <==
current_design instruct_memory

set clk_period 1.0
set clk_io_pct 0.2

create_clock -name clk0 -period $clk_period

set non_clock_inputs [all_inputs -no_clocks]
set_input_delay [expr $clk_period * $clk_io_pct] -clock clk0 $non_clock_inputs
set_output_delay [expr $clk_period * $clk_io_pct] -clock clk0 [all_outputs]
==> /design/flow/design.v <==
module instruct_memory(pc_addr_bus,im_out_addr_bus);
	input [4:0]pc_addr_bus;
	output reg[7:0] im_out_addr_bus;
	reg [7:0]im_array[31:0];
	always@(pc_addr_bus)begin
		im_out_addr_bus<=im_array[pc_addr_bus];
	end
 initial begin im_array[0]= 8'b00000000; 
	im_array[1]= 8'b01000001; 
im_array[2]= 8'b00000010; 
im_array[3]= 8'b01100011; 
im_array[4]= 8'b10100000;
im_array[5]= 8'b11101000; 
im_array[6]= 8'b01000011;
im_array[7]= 8'b11000010; 
im_array[8]= 8'b11001000; 
im_array[11]= 8'hE0; 
end
endmodule
==> /design/flow/run.sh <==
#!/bin/bash
# OpenROAD 26Q1-2900-gdf79404cd8, Yosys 0.63+post, stock flow scripts
make -C /OpenROAD-flow-scripts/flow DESIGN_CONFIG=/design/flow/config.mk WORK_HOME=/design/flow/orfs finish
==> qor.log <==
[outcome] outcome complete, no violations
[final_layout] design area 277 µm²
[floorplan] num ports 13
[setup_path] slowest stage cell, crit path a211o_1
[final_timing] period utilisation layout 0.975
[setup_path] Largest delay share family, worst path AND-OR/OR-AND gates
[final_timing] final tally of max-slew violations 0
[run] number of warnings the tools reported 33
[cts] hold-fix buffer count after cts 0
[yosys] number of warnings issued by yosys 1
[setup_path] maximum fanout encountered on the critical timing path 6
[floorplan] overall chip area 6400 µm²
[setup_path] longest individual stage delay on the worst path 0.29 ns
[final_timing] setup repair after global routing missed its margin false
[global_routing] total global-route track usage 0.0102
[run] # Max-Cap Violations 0
[floorplan] initial core utilization 0.0297
[final_layout] final cell count without fillers 70
[global_routing] via count of the first global-routing pass 134
[drt] number of diodes added for antenna fixing 0
[drt] Via density 1.89
[final_layout] Area Overhead vs Synth 173%
[power] total design power 0.0844 mW
[place] cell area reported after detailed placement 248 µm²
[place] Buffers on Ports 10
[global_routing] initial antenna violation count 0
[power] VDD IR max 35.2 µV
[power] Power Density 305 nW/µm²
[place] count of placed standard cells including taps 69
[setup_path] crit path DRT 0.80 ns
[yosys] instance tally after logic synthesis 14
[setup_path] CP Class primary input to output port
[yosys] synthesized area per cell 7.24 µm²
[floorplan] site row count 21
[final_layout] fraction of layout cells with a size suffix above 1 0.583
[hold_path] Hold Crit Endpoint im_out_addr_bus[0]
[setup_path] cells along the critical path buf_6 > a211o_1 > clkdlybuf4s15_1
[hold_path] hold path cells 3
[hold_path] Worst Hold Class primary input to output port
[yosys] Yosys Instances 14
[yosys] yosys stat area 101 µm²
[setup_path] critical path buffer and inverter count 2
[drt] post-detailed-route DRC marker count 0
[final_layout] register area 0 µm²
[final_timing] Total Negative Setup Slacks 0 ns
[place] Final Wtd Congestion 0.770
[power] leakage power figure 0.116 nW
[final_timing] achievable frequency 1030 MHz
[floorplan] horizontal die dimension 80 µm
[yosys] Seq share, synth 0
[final_layout] sequential cell count 0
[drt] Pre-antenna DRT Iters 1
[global_routing] leftover overflow at the end of global routing 0
[global_routing] first-pass GRT wire length 572 µm
[drt] drt wl/cell 5.49 µm
[final_layout] final-layout clock buffer total 0
[yosys] number of distinct library cells after synthesis 10
[hold_path] worst min-delay path startpoint pc_addr_bus[3]
[floorplan] Std-Cell Core Area 3420 µm²
[final_timing] clock period minus worst slack 0.975 ns
[final_timing] final-report hold violation count 0
[setup_path] nature of the critical path endpoint output port
[setup_path] signal arrival time at the worst endpoint 0.78 ns
[drt] 1st-iter DRT viols 0
[yosys] post-synthesis instance area 101 µm²
[global_routing] largest net degree at the start of global routing 7
[floorplan] vertical die size 80 µm
[setup_path] category of the worst setup path launch point primary input
[final_timing] setup violators final 0
[drt] number of vias after detailed routing 132
[drt] post-detailed-route count of antenna-violating nets 0
[drt] wire length after detailed routing 384 µm
[report_power, final]
group	internal, mW	switching (mW)	total (mW)
Sequential	0	0	0
Combinational	0.0545	0.0299	0.0844
Clock	0	0	0
[per-layer routing]
layer,GRT usage,part of all wire,vias up
met4,0,0,0
li1,-,-,65
met1,0.0138,0.50,56
met5,0,0,-
met3,0.00455,0.20,0
met2,0.0152,0.30,11
[worst max-delay path by stage]
stage,startpoint,endpoint,slack [ns],cells past startpoint
finish,pc_addr_bus[1],im_out_addr_bus[6],0.02,3
global route,pc_addr_bus[1],im_out_addr_bus[6],0.0006,3
CTS,pc_addr_bus[2],im_out_addr_bus[0],0.02,4
[Yosys cell counts, drive strengths merged]
library cell | number | area (µm²)
a21oi | 2 | 10.0
buf | 2 | 15.0
nand2b | 2 | 12.5
nor2b | 2 | 17.5
a211o | 1 | 8.76
a21o | 1 | 7.51
a2bb2oi | 1 | 15.0
conb | 1 | 3.75
nand3b | 1 | 7.51
nor2 | 1 | 3.75
[final cells by class]
type                            instances  area [µm²]
Tap cell                               46        57.6
Timing Repair Buffer                   11        96.3
Fill cell                             407        3140
Multi-Input combinational cell         13         123
[through the flow]
step / util / setup slack [ns] / hold slack, ns
after floorplan: - / 0.338 / 0.411
after global placement: 0.0725 / -0.723 / 1.45
after detailed placement: 0.0725 / -0.730 / 1.46
after CTS: 0.0813 / 0.0176 / 0.716
after global routing: 0.0810 / 0.000561 / 0.660
final: 0.0810 / 0.0247 / 0.635
[kinds of logic (layout without fill, tap and decap cells)]
group | count (synthesis) | count (layout) | share of synthesized area
AOI/OAI and AO/OA | 5 | 5 | 0.407
buffers and inverters | 2 | 11 | 0.148
other | 1 | 2 | 0.0370
and+or+nand+nor | 6 | 6 | 0.407
[layout by cell type (no fill, tap or decap)]
cell type and n:
nor2_1 1, a21o_1 1, nand3b_1 1, dlygate4sd2_1 2
buf_6 3, clkbuf_2 1, conb_1 2, buf_4 2
a2bb2oi_2 1, a21oi_2 2, buf_2 1, nor2b_4 2
a211o_1 1, clkdlybuf4s15_1 2, nand2b_4 2
[tightest hold or removal path: stages]
cell	delay, ns
buf_6	0.11
a21oi_2	0.04
clkbuf_2	0.09
[timing repair]
| item | 4_1_cts | 5_1_grt |
|---|---|---|
| pin swaps | 4 | 0 |
| setup buffers | 1 | 0 |
| cloned | 0 | 0 |
| setup endpoints to repair | 6 | 2 |
| resized | 39 | 2 |
Power figures rest on the tool's default switching activity, not on a simulated workload.
