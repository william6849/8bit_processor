File: ./constraint.sdc
current_design CPU

set clk_period 4.0
set clk_io_pct 0.2

create_clock -name clk0 -period $clk_period [get_ports {clk}]

set non_clock_inputs [all_inputs -no_clocks]
set_input_delay [expr $clk_period * $clk_io_pct] -clock clk0 $non_clock_inputs
set_output_delay [expr $clk_period * $clk_io_pct] -clock clk0 [all_outputs]
File: ./config.mk
export PLATFORM = sky130hd
export DESIGN_NAME = CPU
export DESIGN_NICKNAME = CPU
export VERILOG_FILES = /design/flow/design.v
export SDC_FILE = /design/flow/constraint.sdc
export NUM_CORES = 4
export LEC_CHECK = 1
export CORE_AREA = 10 10 106 106
export DIE_AREA = 0 0 116 116
File: ./run.sh
#!/bin/bash
# OpenROAD 26Q1-2900-gdf79404cd8, Yosys 0.63+post, stock flow scripts
make -C /OpenROAD-flow-scripts/flow DESIGN_CONFIG=/design/flow/config.mk WORK_HOME=/design/flow/orfs finish
File: ./design.v
module ALU(alu_in_a,alu_in_b,opcode,alu_out,carry,out_zero);
input [7:0]alu_in_a,alu_in_b;
input [2:0]opcode;
output reg [7:0]alu_out;
output reg carry,out_zero;
always@(alu_in_b or opcode)
	out_zero <= ((alu_in_a^alu_in_b)==8'h00)?1:0;
always@(alu_in_a or alu_in_b or opcode)begin
	case(opcode)
		3'b000:begin
			{carry,alu_out}<=alu_in_a+alu_in_b;
		end
		3'b001:alu_out<=alu_in_a-alu_in_b;
		3'b010:alu_out<=0;
		3'b011:alu_out<=0;
		3'b100:alu_out<=alu_in_a&alu_in_b;
		3'b101:alu_out<=alu_in_a^alu_in_b;
		3'b110:alu_out<=0;
		3'b111:alu_out<=0;
		default:alu_out<=0;
	endcase
end
endmodule
module CPU(clk,rst,mem_out_data_bus,mem_in_data_bus,mem_in_addr_bus,im_addr_bus,im_data_bus,mem_rd,mem_wr);
	input clk,rst;
	input [7:0]mem_out_data_bus;
	output [7:0]mem_in_data_bus;
	output [4:0]mem_in_addr_bus;
	output [4:0]im_addr_bus;
	input [7:0]im_data_bus;
	output mem_rd,mem_wr;
	wire [2:0]opcode;
	wire acc_z;
	wire acc_src,acc_wr;
	datapath dp(clk,rst,jump,acc_src,acc_wr,mem_out_data_bus,mem_in_data_bus,mem_in_addr_bus,im_addr_bus,im_data_bus,opcode,acc_z);
	controll_unit cu(opcode,acc_z,jump,mem_rd,mem_wr,acc_src,acc_wr);
endmodule
module PC(rst_n,clk,in_addr,out_addr);
	input rst_n,clk;
	input [4:0]in_addr;
	output reg [4:0]out_addr;
	always@(posedge clk or negedge rst_n)begin
		if(!rst_n)begin
			out_addr <= 5'b00000;
		end else 
			out_addr <= in_addr;
	end
endmodule
module PC_add(a,b,out);
	input [4:0]a,b;
	output [4:0]out;
	assign out=a+b;
endmodule
module accumulator(clk,rst,acc_wr,in_mux,in_carry,in_zero,out_data,out_carry,out_zero);
	input rst,clk,acc_wr,in_carry,in_zero;
	input [7:0]in_mux;
	output reg [7:0] out_data;
	output  reg out_carry,out_zero; 
	always@(posedge clk or negedge rst)begin
		if(!rst)begin
			out_data<=8'h00;
		end else begin
		if (acc_wr)begin
			out_data<=in_mux;
			out_zero<=in_zero;
			out_carry<=in_carry;
		end
		end
	end
endmodule
module controll_unit(opcode,acc_zero,jump,mem_rd,mem_wr,acc_src,acc_wr);
	input [2:0]opcode;
	input acc_zero;
	output reg jump , mem_rd, mem_wr, acc_src, acc_wr;
	always@(opcode)begin
		case(opcode)
		3'b000:begin
			jump<=0;
			mem_rd<=0;
			mem_wr<=0;
			acc_src<=1;
			acc_wr<=1;		
		end
		3'b001:begin
			jump<=0;
			mem_rd<=0;
			mem_wr<=0;
			acc_src<=1;
			acc_wr<=1;
		end
		3'b010:begin
			jump<=0;
			mem_rd<=1;
			mem_wr<=0;
			acc_src<=0;
			acc_wr<=1;
		end
		3'b011:begin
			jump<=0;
			mem_rd<=0;
			mem_wr<=1;
			acc_src<=1;
			acc_wr<=0;
		end
		3'b100:begin
			jump<=0;
			mem_rd<=0;
			mem_wr<=0;
			acc_src<=1;
			acc_wr<=1;
		end
		3'b101:begin
			jump<=0;
			mem_rd<=1;
			mem_wr<=0;
			acc_src<=1;
			acc_wr<=1;
		end
		3'b110:begin
			mem_rd<=0;
			mem_wr<=0;
			acc_src<=1;
			acc_wr<=0;
			jump<=1;
		end
		3'b111:begin
			if(acc_zero)begin
				jump<=1;
				mem_rd<=0;
				mem_wr<=0;
				acc_src<=1;
				acc_wr<=0;
			end else
				jump<=0;
		end
		default:begin
			jump<=0;
			mem_rd<=0;
			mem_wr<=0;
			acc_src<=0;
			acc_wr<=0;
		end
		endcase
	end
endmodule
module datapath(clk,rst,jump,acc_src,acc_wr,mem_out_data_bus,mem_in_data_bus,mem_in_addr_bus,im_addr_bus,im_data_bus,opcode,acc_z);
	input clk,rst,acc_src,acc_wr,jump;
	input [7:0]mem_out_data_bus;
	output [7:0]mem_in_data_bus;
	output [4:0]mem_in_addr_bus;
	output [4:0]im_addr_bus;
	input [7:0]im_data_bus;
	output [2:0]opcode;
	output acc_z;
	wire [7:0]mux2_o,acc_o,alu_o;
	wire [4:0]pc_o,pc_add_o,mux1_o,im_addr;
	wire mux2_c,mux2_z,acc_c,acc_z,alu_c,alu_z;
	ALU al(acc_o,mem_out_data_bus,opcode,alu_o,alu_c,alu_z);
	mux_alu_8bit mux2(acc_src,alu_c,alu_z,alu_o,mem_out_data_bus,mux2_o,mux2_c,mux2_z);
	accumulator acc(clk,rst,acc_wr,mux2_o,mux2_c,mux2_z,acc_o,acc_c,acc_z);
	PC programe_count(rst,clk,mux1_o,pc_o);
	PC_add pcadder(pc_o,5'b00001,pc_add_o);
	mux_pc_5bit mux1(jump,pc_add_o,im_data_bus[4:0],mux1_o);
	assign mem_in_addr_bus = im_data_bus[4:0];
	assign opcode = im_data_bus[7:5];
	assign im_addr_bus = pc_o;
	assign mem_in_data_bus = acc_o;
endmodule
module mux_alu_8bit(acc_src,in_carry,in_zero,in_alu,in_mem,out_data,out_carry,out_zero);
	input acc_src,in_carry,in_zero;
	input [7:0]in_alu,in_mem;
	output [7:0]out_data;
	output out_carry,out_zero;
	assign out_zero = acc_src ? in_zero : 1'b0;
	assign out_data = acc_src ? in_alu : in_mem;
	assign out_carry = acc_src ? in_carry : 1'b0;	
endmodule
module mux_pc_5bit(jump,in_pc,in_ir,out_pc);
	input jump;
	input [4:0]in_pc,in_ir;
	output [4:0]out_pc;
	assign out_pc = jump ? in_ir : in_pc;
endmodule
==> flow_summary.ini <==
; implementation run metrics
[outcome]
status = completed

[logic_synthesis]
synthFlopType = dfrtp_1
post-synth-top-area-cell = dfrtp_1
synth-cells-yosys = 180
flops_out_of_synthesis = 18
ys_top_cells_by_area = dfrtp_1, ha_1, mux2i_1, xnor2_1, nor2_1
yosys.stat.chipArea_mm2 = 0.001563
synth.cell_area_mm2 = 0.001563
yosys-top-cells-count = ha_1, nor2_1, dfrtp_1
yosysWarningCount = 5
synthCells = 180
largest_type_area_fraction = 0.2082
number_of_flops_mapped_to_enable_cells_by_yosys = 1
postSynthAreaPerCell_um2 = 8.682
async_reset_ff_frac = 0.7222
yosysUniqueCellTypes = 46

[floorplanning]
die-height_um = 116
die.size.x_um = 116
chip_area_mm2 = 0.01346
core.rowCount = 34
coreArea_mm2 = 0.008848
fp-utilization = 0.1766
io_pins = 38

[timing]
report.final.setup_viol = 0
timing.final.max_slew_violations = 0
max-slew-margin-rel = 0.5067
period_minus_slack_ns = 3.254
crit_share_post_route = 0.8134
max_clock_freq_mhz = 307.4
post-route-worst-setup-slack_ns = 0.7464
setup_repair_after_global_routing_missed_its_margin = no
worst-slew-pin-transition_ns = 0.7377
fin_setup_tns_ns = 0
final.setup_skew_ns = 0.004429
count_of_unclocked_register_or_latch_pins = 4
hold_violations = 0
unconstrained_endpoints = 6

[clocking]
cts_inserted_buffers = 3
cts.path.max_buffers = 2
hold_buffers = 0
htree_levels = 1
insertion_delay_ns = 0.25
tritoncts = done
cts.repair.resized = 0
clk_pin_slew_worst_paths_ns = 0.07
ctsRootBufferMaster = clkbuf_8
postCtsSetupBuffers = 0

[placement]
detail_placement_hpwl_um = 3591
pre_cts_ws_ns = 0.4987
placedCellCount = 316
port-buffer-count = 37
gpl.final_weighted_congestion = 0.8659

[global_routing]
wire_length_of_the_first_global_routing_pass_um = 7224
grt_antenna_before_repair = 0
first_global_vias = 1420
grtUsageTotal = 0.06645
largest_net_degree_at_the_start_of_global_routing = 19
grt_overflow_total = 0

[pwr]
cellPowerDensity_mw_per_mm2 = 301.3
leakagePower_nw = 0.8431
peakVddDrop_mv = 0.1028

[drt]
antenna_violating_nets_post_route = 0
dr_total_vias = 1373
num_antenna_cells = 0
detailed_route_iter0_violations = 63
detail_route.drc_violations = 0
routed_via_density = 4.291
total_detailed_routing_wirelength_um = 4437
wire_per_inst_um = 13.87
firstDrtPassIters = 4

[layout]
post_route_cells_drive_above_1_share = 0.06132
register_area_um2 = 415.4
final.fill_count = 959
layout-area-overhead-vs-synth_pct = 32.19
final-comb-area_mm2 = 0.001030
instances_no_fill = 320

[critical_path]
crit_path_end_kind = flip-flop
cp-start-kind = primary input
timing.setup.critical_path_class = primary input to flip-flop
required_ns = 4.16
worst-path-max-fanout = 10
worst_ep_arrival_time_ns = 3.41

[run]
max_cap_violations = 0
openroad.warnings = 26

[worst_hold_path]
min-delay-path-class = flip-flop to flip-flop
## logic make-up after synthesis
family	Yosys count	share of synthesized area
flops	14	0.2274
compound gates	45	0.1978
xor+xnor	12	0.06725
mux	11	0.07206
simple gates	53	0.1729
latches	4	0.03843
fa+ha+maj	18	0.1489
buf+inv	23	0.07525
## critical path, stage by stage
cell,delay [ns]
clkdlybuf4s50_1,0.59
nor3b_4,0.41
mux2i_1,0.33
ha_1,0.27
nor2b_1,0.14
o21a_1,0.18
o21a_1,0.16
o31a_1,0.28
o311ai_2,0.24
## placed cells by master, fill, tap and decap left out, types with 4 or more instances in the layout
cell type and instances:
dfrtp_1 13, dlxtn_1 4, nand2_1 11, clkbuf_8 4, xor2_1 4, mux2i_1 9, a211oi_1 6, o21ai_0 8
inv_1 11, xnor2_1 8, ha_1 17, nor3_1 5, nand3_1 5, nor2_1 17, clkdlybuf4s50_1 37, a21oi_1 10
## final cells by class
class	instances	area share
well taps	108	0.06542
repair buffers	39	0.1866
clock buffers	4	0.02665
flip-flops and latches	18	0.2011
multi-input cells	139	0.4985
inverters	12	0.02180
## sequential cells by signal, summed over array words and instances (netlist names)
register,cells
cu.mem_rd,1
cu.acc_src,1
cu.mem_wr,1
dp.acc.out_data,8
dp.acc.out_zero,1
dp.programe_count.out_addr,5
cu.acc_wr,1
## power breakdown
group	total, mW	switching, mW	internal (mW)
registers	0.205	0.0307	0.174
logic	0.271	0.111	0.160
clock network	0.146	0.0588	0.0873
## through the flow
step           cell area, um^2  total power, mW    util  hold slack (ns)
2_1_floorplan             1563           0.3578       -           0.4686
3_3_place_gp              2011           0.4814  0.2272           0.5274
3_5_place_dp              2011           0.4827  0.2272           0.5294
4_1_cts                   2066           0.6332  0.2335           0.5423
5_1_grt                   2066           0.6714  0.2335           0.5866
6_report                  2066           0.6224  0.2335           0.5396
## worst paths after layout
| kind | start | endpoint | slack, ns | depth (start not counted) |
|---|---|---|---|---|
| min in group asynchronous | rst | dp.acc.out_data[1] | 0.98 | 1 |
| worst min-delay path | dp.programe_count.out_addr[0] | dp.programe_count.out_addr[0] | 0.54 | 1 |
| max in group asynchronous | rst | dp.programe_count.out_addr[4] | 2.55 | 1 |
| worst max register to register | dp.acc.out_data[0] | dp.acc.out_data[6] | 1.95 | 9 |
| worst max-delay path | im_data_bus[6] | dp.acc.out_data[3] | 0.75 | 9 |
| worst min register to register | dp.programe_count.out_addr[0] | dp.programe_count.out_addr[0] | 0.54 | 1 |
## metal layers
layer,vias to the layer above,track usage,wire length [um]
met2,24,0.1115,2106
li1,707,-,-
met5,-,0,0
met3,4,0.01413,191
met1,638,0.08788,2090
met4,0,0.01001,48
Power is estimated from default activity; no workload was simulated.
